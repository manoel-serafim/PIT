==> ./design.v <==
`timescale 1ns / 1ps
module CPU
(
  input CLOCK,
  input [31:0] INSTRUCTION,
  input [31:0] REG_DATA_1,
  input [31:0] REG_DATA_2,
  input [31:0] READ_DATA_MEM,
  output reg CONTROL_REG2LOC,
  output reg CONTROL_REGWRITE,
  output reg CONTROL_MEMREAD,
  output reg CONTROL_MEMWRITE,
  output reg CONTROL_ZBRANCH,
  output reg CONTROL_NBRANCH,
  output reg [3:0] ADDR_REG_1,
  output [3:0] ADDR_REG_2,
  output reg [3:0] ADDR_WRITE_REG,
  output [31:0] ALU_OUT,
  output [31:0] WRITE_REG_DATA,
  output reg [31:0] PC
);
  reg [3:0] INST_REG_ADDR1;
  reg [3:0] INST_REG_ADDR2;
  reg CONTROL_MEM2REG;
  reg CONTROL_ALUSRC;
  reg CONTROL_UNCON_BRANCH;
  reg[3:0] ALU_CONTROL;
  wire ALU_ZFLAG;
  wire ALU_NFLAG;
  wire[31:0] ALU_IN_B;
  wire[31:0] EXT_IMMED;
  wire [31:0] PC_SHIFT_AMMOUNT;
  wire [31:0] BRANCH_PC;
  reg CONTROL_JUMP;
  wire [31:0] NEXT_PC;
  wire NEXT_PC_ZFLAG;
  wire NEXT_PC_NFLAG;
  wire [31:0] SHIFTED_PC;
  wire SHIFTED_PC_ZERO;
  wire SHIFTED_PC_NFLAG;
  reg BRANCH_ON_ZFLAG;
  reg BRANCH_ON_NFLAG;
  PCmux mux1(NEXT_PC, SHIFTED_PC, CONTROL_JUMP, BRANCH_PC);
  REGmux mux2(INST_REG_ADDR1, INST_REG_ADDR2, CONTROL_REG2LOC, ADDR_REG_2);
  ALUmux mux3(REG_DATA_2, EXT_IMMED, CONTROL_ALUSRC, ALU_IN_B);
  DATmemmux mux4(READ_DATA_MEM, ALU_OUT, CONTROL_MEM2REG, WRITE_REG_DATA);
  SIGNEXT mod1(INSTRUCTION,CLOCK, EXT_IMMED);
  ALU aluResult(REG_DATA_1, ALU_IN_B, ALU_CONTROL, ALU_OUT, ALU_ZFLAG, ALU_NFLAG);
  ALU adderNextPC(PC, 32'h00000001, 4'b0010, NEXT_PC, NEXT_PC_ZFLAG, NEXT_PC_NFLAG);
  ALU adderShiftPC(PC, PC_SHIFT_AMMOUNT, 4'b0010, SHIFTED_PC, SHIFTED_PC_ZERO, SHIFTED_PC_NFLAG);
  initial begin
    PC = 0;
    CONTROL_REG2LOC = 1'bz;
    CONTROL_MEM2REG = 1'bz;
    CONTROL_REGWRITE = 1'bz;
    CONTROL_MEMREAD = 1'bz;
    CONTROL_MEMWRITE = 1'bz;
    CONTROL_ALUSRC = 1'bz;
    CONTROL_ZBRANCH = 1'b0;
	  CONTROL_NBRANCH = 1'b0;
    CONTROL_UNCON_BRANCH = 1'b0;
    BRANCH_ON_ZFLAG = ALU_ZFLAG & CONTROL_ZBRANCH;
	  BRANCH_ON_NFLAG = ALU_NFLAG & CONTROL_NBRANCH; 
    CONTROL_JUMP = CONTROL_UNCON_BRANCH | BRANCH_ON_ZFLAG | BRANCH_ON_NFLAG;
  end
  always @(posedge CLOCK) begin  
    if (CONTROL_JUMP == 1'b1) begin
      PC = #1 BRANCH_PC - 1;
    end
    INST_REG_ADDR1 = INSTRUCTION[19:16];
    INST_REG_ADDR2 = INSTRUCTION[3:0];
    ADDR_REG_1 = INSTRUCTION[7:4];
    ADDR_WRITE_REG = INSTRUCTION[3:0];
    case(INSTRUCTION[31:29])
      3'b000:begin  
		  CONTROL_ZBRANCH = 1'b0;
		  CONTROL_NBRANCH = 1'b0;
        CONTROL_UNCON_BRANCH = 1'b0;
        case(INSTRUCTION[28:21])
          8'b00000000:begin  
            CONTROL_REG2LOC = 1'bx;   
            CONTROL_MEM2REG = 1'b1;   
            CONTROL_REGWRITE = 1'b1;
            CONTROL_MEMREAD = 1'b1;
            CONTROL_MEMWRITE = 1'b0;
            CONTROL_ALUSRC = 1'b1;  
            ALU_CONTROL = 4'b0010;  
          end
          8'b00000001:begin  
            CONTROL_REG2LOC = 1'b1;  
            CONTROL_MEM2REG = 1'bx;  
            CONTROL_REGWRITE = 1'b0;  
            CONTROL_MEMREAD = 1'b0;  
            CONTROL_MEMWRITE = 1'b1;  
            CONTROL_ALUSRC = 1'b1;  
            ALU_CONTROL = 4'b0010;  
          end
        endcase
      end
      3'b001:begin  
		  CONTROL_ZBRANCH = 1'b0;
		  CONTROL_NBRANCH = 1'b0;
        CONTROL_UNCON_BRANCH = 1'b0;
        case(INSTRUCTION[28:22])
          7'b0000000:begin  
            CONTROL_REG2LOC = 1'bx;  
            CONTROL_MEM2REG = 1'b0;  
            CONTROL_REGWRITE = 1'b1;  
            CONTROL_MEMREAD = 1'b0;  
            CONTROL_MEMWRITE = 1'b0;  
            CONTROL_ALUSRC = 1'b1;  
            ALU_CONTROL = 4'b0111;  
            end
          7'b0000001:begin  
            CONTROL_REG2LOC = 1'bx;  
            CONTROL_MEM2REG = 1'b0;  
            CONTROL_REGWRITE = 1'b1;  
            CONTROL_MEMREAD = 1'b0;  
            CONTROL_MEMWRITE = 1'b0;  
            CONTROL_ALUSRC = 1'b1;  
            ALU_CONTROL = 4'b0010;  
            end
        endcase
      end
      3'b010:begin  
		  CONTROL_ZBRANCH = 1'b0;
		  CONTROL_NBRANCH = 1'b0;
        CONTROL_UNCON_BRANCH = 1'b0;
        case(INSTRUCTION[28:21])
          8'b00000000:begin  
            CONTROL_REG2LOC = 1'b0;  
            CONTROL_MEM2REG = 1'b0;  
            CONTROL_REGWRITE = 1'b1;  
            CONTROL_MEMREAD = 1'b0;  
            CONTROL_MEMWRITE = 1'b0;  
            CONTROL_ALUSRC = 1'b1;  
            ALU_CONTROL = 4'b0010;  
          end
          8'b00000001:begin  
            CONTROL_REG2LOC = 1'b0;  
            CONTROL_MEM2REG = 1'b0;  
            CONTROL_REGWRITE = 1'b1;  
            CONTROL_MEMREAD = 1'b0;  
            CONTROL_MEMWRITE = 1'b0;  
            CONTROL_ALUSRC = 1'b1;  
            ALU_CONTROL = 4'b0110;  
          end
			 8'b00000001:begin  
            CONTROL_REG2LOC = 1'b0;  
            CONTROL_MEM2REG = 1'b0;  
            CONTROL_REGWRITE = 1'b1;  
            CONTROL_MEMREAD = 1'b0;  
            CONTROL_MEMWRITE = 1'b0;  
            CONTROL_ALUSRC = 1'b1;  
            ALU_CONTROL = 4'b0110;  
          end
        endcase
      end
      3'b011:begin  
		  CONTROL_UNCON_BRANCH = 1'b0;
        case(INSTRUCTION[28:24])
          5'b00000:begin  
            CONTROL_REG2LOC = 1'b0; 
				CONTROL_MEM2REG = 1'b0; 
				CONTROL_REGWRITE = 1'b0;  
				CONTROL_MEMREAD = 1'b0;  
				CONTROL_MEMWRITE = 1'b0;  
				CONTROL_ALUSRC = 1'b0;  
				ALU_CONTROL = 4'b0110;  
				CONTROL_ZBRANCH = 1'b1;  
				CONTROL_NBRANCH = 1'b0;
          end
          5'b00001:begin  
            CONTROL_REG2LOC = 1'b0;   
            CONTROL_MEM2REG = 1'b0;   
            CONTROL_REGWRITE = 1'b1;  
            CONTROL_MEMREAD = 1'b0;   
            CONTROL_MEMWRITE = 1'b0;  
            CONTROL_ALUSRC = 1'b1;    
            ALU_CONTROL = 4'b0110;    
				CONTROL_ZBRANCH = 1'b0;  
				CONTROL_NBRANCH = 1'b1;
          end
        endcase
      end
      3'b100:begin  
        case(INSTRUCTION[28:26])
          3'b000:begin  
				CONTROL_REG2LOC = 1'b0; 
				CONTROL_MEM2REG = 1'b0; 
				CONTROL_REGWRITE = 1'b0; 
				CONTROL_MEMREAD = 1'b0;  
				CONTROL_MEMWRITE = 1'b0; 
				CONTROL_ALUSRC = 1'b0; 
				ALU_CONTROL = 4'b0111;  
				CONTROL_ZBRANCH = 1'b0;  
				CONTROL_NBRANCH = 1'b0;
				CONTROL_UNCON_BRANCH = 1'b1;  
          end
        endcase
      end
    endcase
    BRANCH_ON_ZFLAG = ALU_ZFLAG & CONTROL_ZBRANCH;
	 BRANCH_ON_NFLAG = ALU_NFLAG & CONTROL_NBRANCH;
    CONTROL_JUMP = CONTROL_UNCON_BRANCH | BRANCH_ON_ZFLAG | BRANCH_ON_NFLAG;
    if (CONTROL_JUMP == 1'b0) begin
    	PC <= #1 BRANCH_PC;
    end
  end
endmodule
module PCmux
(
  input [31:0] pcInput,
  input [31:0] shiftInput,
  input CONTROL_JUMP,
  output reg [31:0] pcOut
);
  always @(pcInput, shiftInput, CONTROL_JUMP, pcOut) begin
    if (CONTROL_JUMP == 0) begin
      pcOut = pcInput;
    end
    else begin
      pcOut = shiftInput;
    end
  end
endmodule
module REGmux
(
  input [3:0] addrRm,
  input [3:0] addrRn,
  input CONTROL_REG2LOC,
  output reg [3:0] muxOutput
);
  always @(addrRm, addrRn, CONTROL_REG2LOC) begin
    if (CONTROL_REG2LOC == 0) begin
      muxOutput = addrRm;
    end
    else begin
      muxOutput = addrRn;
    end
  end
endmodule
module ALUmux
(
  input [31:0] register,
  input [31:0] immediate,
  input CONTROL_ALUSRC,
  output reg [31:0] out
);
  always @(register, immediate, CONTROL_ALUSRC, out) begin
    if (CONTROL_ALUSRC == 0) begin
      out = register;
    end
    else begin
      out = immediate;
    end
  end
endmodule
module DATmemmux
(
  input [31:0] readData,
  input [31:0] aluOutput,
  input CONTROL_MEM2REG,
  output reg [31:0] out
);
  always @(readData, aluOutput, CONTROL_MEM2REG, out) begin
    if (CONTROL_MEM2REG == 0) begin
      out = aluOutput;
    end
    else begin
      out = readData;
    end
  end
endmodule
module SIGNEXT
(
  input [31:0] inputInstruction,
  input CLOCK,
  output reg [31:0] outImmediate
);
    always @(posedge CLOCK) begin
      if (inputInstruction[31:29]== 3'b100) begin  
        outImmediate[25:0] = inputInstruction[25:0];
        outImmediate[31:26] = {32{outImmediate[25]}};
      end else if (inputInstruction[31:29] == 3'b011) begin  
        outImmediate[19:0] = inputInstruction[23:5];
        outImmediate[31:20] = {32{outImmediate[19]}};
      end else if (inputInstruction[31:29] == 3'b000) begin  
        outImmediate[12:0] = inputInstruction[20:8];  
        outImmediate[31:13] = {32{outImmediate[12]}};
      end else if (inputInstruction[31:29] == 3'b001) begin  
        outImmediate[13:0] = inputInstruction[21:8];  
        outImmediate[31:14] = {32{outImmediate[13]}};
      end
    end
endmodule
module ALU
(
  input [31:0] A,
  input [31:0] B,
  input [3:0] CONTROL,
  output reg [31:0] RESULT,
  output reg ZFLAG,
  output reg NFLAG
);
  always @(A or B or CONTROL) begin
    case (CONTROL)
      4'b0000 : RESULT = A & B;      
      4'b0001 : RESULT = A | B;      
      4'b0010 : RESULT = A + B;      
      4'b0110 : RESULT = A - B;      
      4'b0111 : RESULT = B;          
      4'b1100 : RESULT = ~(A | B);   
    endcase
    if (RESULT == 0) begin
      ZFLAG = 1'b1;
    end else begin
      ZFLAG = 1'b0;
    end
	 if (RESULT < 0) begin
		NFLAG = 1'b1;
	 end else begin
		NFLAG = 1'b0;
	 end
  end
endmodule
module REG
(
  input [3:0] read_addr1,
  input [3:0] read_addr2,
  input [3:0] write_addr,
  input [31:0] write_data,
  input reset,
  input CONTROL_REGWRITE,
  output reg [31:0] data1,
  output reg [31:0] data2
);
  reg [31:0] Data[31:0];
  integer counter;
  always @(read_addr1, read_addr2, write_addr, write_data, CONTROL_REGWRITE, reset) begin
	  if (reset == 1) begin
		  for (counter = 0; counter < 31; counter = counter + 1) begin
			  Data[counter] = counter;
		  end
		  Data[counter] = 32'h0000;
	  end
    data1 = Data[read_addr1];
    data2 = Data[read_addr2];
    if (CONTROL_REGWRITE == 1) begin
      Data[write_addr] = write_data;
    end
  end
endmodule
module DATmem
(
  input [10:0] addr,  
  input [31:0] in_data,
  input CONTROL_MemRead,
  input CONTROL_MemWrite,
  output reg [31:0] out_data
);
  reg [31:0] Data[31:0];  
    always @(addr, in_data, CONTROL_MemRead, CONTROL_MemWrite) begin
      if (CONTROL_MemWrite == 1) begin
        Data[addr] = in_data;
      end
      if (CONTROL_MemRead == 1) begin
        out_data = Data[addr];
      end
    end
endmodule
module INSTmem
(
  input [31:0] INST_ADDR,
  output reg [31:0] CPU_INST
);
  reg [31:0] Data[31:0];
  initial begin
	 Data[0] = 32'b0010000000000000000111100000111;
	 Data[1] = 32'b0010000000000000000001100000101;
	 Data[2] = 32'b00000000001000000000001001010111;
	 Data[3] = 32'b00000000000000000000010100000011;  
  end
  always @(INST_ADDR) begin
    CPU_INST = Data[INST_ADDR];
  end
endmodule
module CPUIO(
  input clock_50,
  input [3:0] KEY,
  input n_reset,
  output [0:17]LEDR
);
  wire CLOCK;
  wire [31:0] DATA_OUT_1;
  wire [31:0] DATA_OUT_2;
  wire [31:0] instructionPC;
  wire [31:0] instructionOut;
  wire [4:0] ADDR_REG_1;
  wire [4:0] ADDR_REG_2;
  wire [4:0] ADDR_WRITE_REG;
  wire [31:0] WRITE_DATA;
  wire [31:0] READ_DATA_MEM;
  wire [31:0] ALU_OUT;
  wire CONTROL_LEDWRITE;
  wire CONTROL_REG2LOC;
  wire CONTROL_REGWRITE;
  wire CONTROL_MEMREAD;
  wire CONTROL_MEMWRITE;
  wire CONTROL_NBRANCH;
  wire CONTROL_ZBRANCH;
  wire RESET_REG;
  DeBounce DB(clock_50, n_reset, KEY[0], CLOCK);
  INSTmem mem1
  (
    instructionPC,
    instructionOut
  );
  REG mem2
  (
    ADDR_REG_1,
    ADDR_REG_2,
    ADDR_WRITE_REG,
    WRITE_DATA,
	 RESET_REG,
    CONTROL_REGWRITE,
    DATA_OUT_1,
    DATA_OUT_2
  );
  DATmem mem3
  (
    ALU_OUT,
    DATA_OUT_2,
    CONTROL_MEMREAD,
    CONTROL_MEMWRITE,
    READ_DATA_MEM
  );
  CPU core
  (
    .CLOCK(CLOCK),
    .INSTRUCTION(instructionOut),
    .PC(instructionPC),
    .CONTROL_REG2LOC(CONTROL_REG2LOC),
    .CONTROL_REGWRITE(CONTROL_REGWRITE),
    .CONTROL_MEMREAD(CONTROL_MEMREAD),
    .CONTROL_MEMWRITE(CONTROL_MEMWRITE),
    .CONTROL_NBRANCH(CONTROL_NBRANCH),
	 .CONTROL_ZBRANCH(CONTROL_ZBRANCH),
    .ADDR_REG_1(ADDR_REG_1),
    .ADDR_REG_2(ADDR_REG_2),
    .ADDR_WRITE_REG(ADDR_WRITE_REG),
    .REG_DATA_1(DATA_OUT_1),
    .REG_DATA_2(DATA_OUT_2),
    .ALU_OUT(ALU_OUT),
    .READ_DATA_MEM(READ_DATA_MEM),
    .WRITE_REG_DATA(WRITE_DATA),
	 .CONTROL_LEDWRITE(CONTROL_LEDWRITE)
  );
  LEDOUT leds
  (
	 DATA_OUT_1,
    DATA_OUT_2,
	 CLOCK,
	 CONTROL_LEDWRITE,
	 LEDR
  );
endmodule
==> ./run.sh <==
#!/bin/bash
# OpenROAD 26Q1-2900-gdf79404cd8, Yosys 0.63+post, stock flow scripts
make -C /OpenROAD-flow-scripts/flow DESIGN_CONFIG=/design/flow/config.mk WORK_HOME=/design/flow/orfs finish
==> ./config.mk <==
export PLATFORM = sky130hd
export DESIGN_NAME = REG
export DESIGN_NICKNAME = REG
export VERILOG_FILES = /design/flow/design.v
export SDC_FILE = /design/flow/constraint.sdc
export NUM_CORES = 4
export LEC_CHECK = 1
export CORE_UTILIZATION = 50
==> ./constraint.sdc <==
current_design REG

set clk_period 21.0
set clk_io_pct 0.2

create_clock -name clk0 -period $clk_period

set non_clock_inputs [all_inputs -no_clocks]
set_input_delay [expr $clk_period * $clk_io_pct] -clock clk0 $non_clock_inputs
set_output_delay [expr $clk_period * $clk_io_pct] -clock clk0 [all_outputs]
==> Changelog: implementation <==
### Physical design

- Post-DR wirelength/cell: 34.5 um
- Req. time, crit path: between 15 and 20 ns
- Dominant register cell: dlxtn_1
- Startpoint types: input port
- Fin crit share: 0.597
- Outcome: finished, violations left
- Final setup viols: 0
- Post_cts resized: 0
- Fmax: approximately 0.08 GHz
- Total Wirelength: roughly 140000 um
- RSZ-0062 raised after global routing: no
- Vias: approximately 29000
- Vias in the first global route: 25534
- Post-synth top area share: 0.323
- Avg Cell Area, Syn: about 7 sq um
- Crit-path most repeated cell: buf_4
- Max transition margin: -0.0247
- Crit path max-delay family: buffers and inverters
- Placed inst area: roughly 25000 sq um
- Asr flop ratio synth: 0
- First-pass GRT wire length: 190000 um
- DRT antenna net count: 0
- Mux frac, synth: 0.0379
- Cells after synthesis: 3472
- IO buf count: ~110
- Log Warnings: 36
- Max reg flops: 512
- Min Tclk post-route: between 10 and 15 ns
- Area Growth Syn to Fin: 6.81%
- Largest net degree at the start of global routing: about 100
- Drt pass-1 iters: 28
- Critical path cell sequence: buf_8, buf_4, buf_4, buf_4, nor2_1, inv_1, a21oi_1, o22a_1, a31oi_1, clkdlybuf4s50_1
- # rows: between 70 and 80
- DRT iter0 DRCs: 4276
- Leakage: ~9.5 nW
- Grt ovf: 0
- Synth warn: between 1000 and 1500
- EDFF count, synth: 0
- Die ar.: around 49000 sq um
- Synth top cell by count: nand2_1
- VDD IR max: 0.0000108 V
- Sw Share: 0.622
- Area fraction in compound gates: 0.265
- Simple share: 0.304
- Hold path start: reset
- Hold crit path type: in -> out
- Finished Layout Cells: approximately 4000
- I/O Pins: around 110
- Crit path max fanout: between 70 and 80
- Cell Int Power: ~0.00013 W
- Post-Syn Area: between 20000 and 25000 sq um
- Die Y: between 200 and 250 um
- Count of pins over their slew limit: 10
- Initial antenna violation count: 9
- Post-synth regs: 512
- Dpl hpwl: roughly 85000 um
- Layout Utilization: 0.544
- Core Region: approximately 47000 sq um
- Initial core utilization: 0.510
- Worst EP arrival: 8.34 ns
- GRT Util Overall: 0.578
- Critical path capture point type: output pin
- Hold-critical path depth: 3
- Netlist cell types: between 80 and 90
- Crit path largest cell delay: roughly 0.72 ns
- Register pins left without a clock: approximately 510
- Share of layout cells above drive strength 1: 0.0882
- Pwr Density: approximately 14 nW/um^2
- Fin area: 25400 sq um
- # Post-CTS Setup Buffers: 0
- Slew @ Worst Pin: roughly 1.5 ns
- Adders+Majority by Area: 0
- DRC viols: 0
- Critical path type: in -> out
- Via density: 7.24
- Sw Pwr: 0.000215 W
- Die width: between 200 and 250 um
- Top cells by count, synth: nand2_1, dlxtn_1, o21ai_0
- TNS Setup: 0 ns
- Worst Path Buf+Inv: 6
- Max cap viols: 1
- Placed cells: between 3000 and 4000
- Yosys top cell by area: dlxtn_1
- Chip area line of the yosys report: between 20000 and 25000 sq um
- Top non-seq family: simple AND/OR/NAND/NOR gates
- CP max stage cell: buf_4
- Violated checks: max-capacitance violations, max-slew violations
- CTS Hold Bufs: 0
- Gpl congestion: ~1.1
- Ys cells: approximately 3500
- Endpoints left unconstrained: 512
- Post-synth area hogs: dlxtn_1, nand2_1, o21ai_0
- XOR Share, Synth: 0
- Worst Hold End: data2[11]
- Hold Slack: between 9 and 10 ns
- Final Hold Fails: 0
per-stage QoR:
| step | total power [W] | setup slack (ns) |
|---|---|---|
| final | 0.000345 | 8.46 |
| after global routing | 0.000342 | 8.50 |
| after CTS | 0.000321 | 8.77 |
| after detailed placement | 0.000321 | 8.78 |
| after global placement | 0.000319 | 8.79 |
| after floorplan | 0.000194 | 11.28 |
worst max path at each step:
| stage | start | to | slack, ns | cells after the start |
|---|---|---|---|---|
| 6_report | reset | data2[3] | 8.46 | 10 |
| 5_1_grt | reset | data2[30] | 8.50 | 10 |
| 4_1_cts | reset | data1[7] | 8.77 | 9 |
worst min-delay path, delay by kind of cell:
family	cells	cell delay, ns
AOI/OAI and AO/OA	1	0.12
buffers and inverters	2	0.77
routing by layer:
layer,share of wire,vias to the layer above,GRT usage
li1,-,12031,-
met1,0.34,13074,0.706
met2,0.37,2870,0.732
met3,0.19,919,0.361
met4,0.098,19,0.414
met5,0.0023,-,0.0303
cell families (layout without fill, tap and decap cells):
kind of cell	after synthesis	in the layout
multiplexers	82	82
buffers and inverters	357	265
other	0	7
AND-OR/OR-AND	1001	1001
latches	512	512
AND/OR/NAND/NOR	1520	1520
layout make-up:
type                    count  area [sq um]
fillers                  4417         21300
multi-input cells        2603         14800
flip-flops and latches    512          7690
repair buffers            249          2110
well taps                 607           759
inverters                  16          67.6
diodes                      7          17.5
power groups by stage:
stage	registers [W]	clock network, W	logic [W]
after global routing	0.0000731	0	0.000269
after CTS	0.0000706	0	0.000251
cells in the final DEF, fill, tap and decap left out, types with 14 or more instances in the layout:
| master | n |
|---|---|
| nand2b_1 | 107 |
| o211ai_1 | 21 |
| a22oi_1 | 121 |
| a31oi_1 | 23 |
| clkdlybuf4s50_1 | 101 |
| nor2_1 | 165 |
| buf_4 | 139 |
| nor3_1 | 44 |
| a211oi_1 | 17 |
| nand3_1 | 23 |
| dlxtn_1 | 512 |
| a32oi_1 | 21 |
| a221oi_1 | 17 |
| a22o_1 | 27 |
| o22ai_1 | 163 |
| a21oi_1 | 101 |
| mux2_2 | 65 |
| nor2b_1 | 137 |
| a2111oi_0 | 15 |
| o21ai_0 | 381 |
| mux2i_1 | 16 |
| inv_1 | 14 |
| nor2_4 | 28 |
| nor4_1 | 35 |
| nand2_1 | 857 |
No activity file was given, so power comes from the tool's default toggle rates.
